`flow/design.v`:
```
module sel_mux(in1,in2,in3,sel,out);
  input [15:0] in1,in2,in3;
  input [1:0] sel;
  output reg [15:0] out;
 always @(*)
	begin
		case(sel)
			2'b00: out=in1;
			2'b01: out=in2;
			2'b10: out=in3;
			default: out=16'hx;
		endcase
	end
endmodule
```
`flow/run.sh`:
```
#!/bin/bash
# OpenROAD 26Q1-2900-gdf79404cd8, Yosys 0.63+post, stock flow scripts
make -C /OpenROAD-flow-scripts/flow DESIGN_CONFIG=/design/flow/config.mk WORK_HOME=/design/flow/orfs finish
```
`flow/config.mk`:
```
export PLATFORM = sky130hd
export DESIGN_NAME = sel_mux
export DESIGN_NICKNAME = sel_mux
export VERILOG_FILES = /design/flow/design.v
export SDC_FILE = /design/flow/constraint.sdc
export NUM_CORES = 4
export LEC_CHECK = 1
export CORE_AREA = 10 10 70 70
export DIE_AREA = 0 0 80 80
```
`flow/constraint.sdc`:
```
current_design sel_mux

set clk_period 1.9
set clk_io_pct 0.2

create_clock -name clk0 -period $clk_period

set non_clock_inputs [all_inputs -no_clocks]
set_input_delay [expr $clk_period * $clk_io_pct] -clock clk0 $non_clock_inputs
set_output_delay [expr $clk_period * $clk_io_pct] -clock clk0 [all_outputs]
```
==> qor.yml <==
synth_seq_share_pct: 0
fp.dieArea_um2: 6400
cts_hold_buffers: 0
io_pins: 66
finalMaxSlewViolations: 0
syn_area_per_cell_um2: 7.10
max_freq_ghz: 0.551
placed_cell_area_um2: 1110
die_width_um: 80
wl_per_cell_um: 14.2
rows: 21
antenna_found_initial: 0
yosys_area_um2: 419
fp_util_pct: 12.3
total_power_mw: 0.315
portBuffers: 66
synth_warnings: 1
min_from: "in1[14]"
cpPeakStageDelay_ns: 0.27
grt_max_degree: 17
drt_iter0_drc: 14
drt-total-wl_mm: 2.57
synthesis.area_um2: 419
dr.pass1.iters: 3
post-place-cells: 169
finalNonFillerCells: 181
cp_slowest_cell: "ha_4"
path_cells: "buf_6 -> inv_4 -> ha_4 -> buf_4 -> buf_12 -> o21ai_0 -> dlygate4sd2_1"
critPathCapture: "out[15]"
hp-class: "input port to output pin"
overflow: 0
fp.dieH_um: 80
tightest_slew_ns: 0.158
grt_pass1_wl_mm: 3.98
detail_route.antenna_diodes: 0
hold_viol: 0
drc: 0
startpoint: "sel[0]"
place.detailed.hpwl_mm: 1.98
track_usage_pct: 7.55
cp-start-kind: "input port"
yosysCellCount: 59
ant_nets: 0
core-area_um2: 3420
gp_congestion: 0.767
warnings: 34
final_area_um2: 1230
routed_via_density: 3.95
regArea_um2: 0
endpoint_kind: "output pin"
area_growth_pct: 194
crit_fanout: 16
slew_headroom_pct: 89.5
finalClockPeriodUsage_pct: 95.5
drv_cap: 0
seq_cells: 0
worstPathArrival_ns: 1.44
critPathKind: "input port to output pin"
rsz0062_at_grt: "no"
grt_pass1_vias: 814
synth.distinct_cells: 12
syn_inst: 59
required_ns: 1.52
min_period_ns: 1.82
worst_ir_drop_vdd_uv: 141
nClkBuffers: 0
drive_gt1_share_pct: 25.9
powerDensity_nw_per_um2: 256
status: "completed"
p_leak_nw: 0.505
route.vias.total: 715
setup_violations: 0
## worst max-delay path: cells and delay by family
family / cells / cell delay, ns
fa+ha+maj: 1 / 0.27
buf+inv: 5 / 0.64
compound gates: 1 / 0.14
## worst min path at each step
stage	endpoint	slack [ns]	cells after the start
5_1_grt	out[12]	1.41	5
6_report	out[14]	1.37	4
4_1_cts	out[2]	1.41	5
## synth_stat cells
cell type	instances	area [um^2]
nand2_1	16	60.1
a22oi_2	10	125
o21ai_1	9	45.0
a22oi_1	6	45.0
o21ai_0	6	30.0
buf_2	3	15.0
buf_6	2	22.5
ha_1	2	25.0
inv_1	2	7.51
buf_12	1	20.0
buf_8	1	15.0
o21ai_2	1	8.76
## final cells by class
class                           instances  area (um^2)
Timing Repair Buffer                   83          802
Multi-Input combinational cell         50          364
Tap cell                               46         57.6
Inverter                                2         10.0
Fill cell                             346         2180
## timing repair
action,in CTS,in global routing
gates resized,41,5
setup buffers,9,1
endpoints found under the setup margin,16,7
pin swaps,1,1
cloned,3,0
endpoints found under the hold margin,0,0
## metrics by stage
step / setup TNS [ns] / util (%) / setup WS [ns] / hold WS, ns
6_report: 0 / 36.1 / 0.0846 / 1.37
3_5_place_dp: -8.46 / 32.6 / -0.562 / 1.68
2_1_floorplan: 0 / - / 0.468 / 0.816
4_1_cts: -0.00169 / 36.8 / -0.00122 / 1.41
3_3_place_gp: -8.12 / 32.6 / -0.532 / 1.67
5_1_grt: 0 / 36.1 / 0.0398 / 1.41
## per-layer routing
metal / wire (um) / GRT usage [%]
met5: 0 / 0
met4: 0 / 0
met3: 342 / 3.64
met2: 1100 / 12.1
met1: 1120 / 9.49
## kinds of logic after synthesis
group / count (synthesis) / synth area share (%)
and+or+nand+nor: 16 / 14.3
adders and majority gates: 2 / 5.97
AOI/OAI and AO/OA: 32 / 60.6
buffers and inverters: 9 / 19.1
## cells in the final DEF, fill, tap and decap left out
cell type	Yosys	final
ha_4	0	2
dlygate4sd2_1	0	13
inv_1	2	1
a22oi_2	10	10
buf_12	1	1
buf_4	0	12
o21ai_2	1	1
nand2_1	16	16
buf_2	3	1
a22oi_1	6	6
o21ai_0	6	2
buf_16	0	1
inv_4	0	1
clkdlybuf4s15_1	0	1
clkbuf_2	0	2
buf_6	2	4
o21ai_1	9	13
clkdlybuf4s50_1	0	48
## power by group
part | switching, mW | total [mW] | leakage [nW] | internal, mW
logic | 0.0986 | 0.315 | 0.505 | 0.217
registers | 0 | 0 | 0 | 0
clock network | 0 | 0 | 0 | 0
total | 0.0986 | 0.315 | 0.505 | 0.217
Power is estimated from default activity; no workload was simulated.
