`./run.sh`:
```
#!/bin/bash
# OpenROAD 26Q1-2900-gdf79404cd8, Yosys 0.63+post, stock flow scripts
make -C /OpenROAD-flow-scripts/flow DESIGN_CONFIG=/design/flow/config.mk WORK_HOME=/design/flow/orfs finish
```
`./config.mk`:
```
export PLATFORM = sky130hd
export DESIGN_NAME = gpr
export DESIGN_NICKNAME = gpr
export VERILOG_FILES = /design/flow/design.v
export SDC_FILE = /design/flow/constraint.sdc
export NUM_CORES = 4
export LEC_CHECK = 1
export CORE_UTILIZATION = 30
```
`./constraint.sdc`:
```
current_design gpr

set clk_period 4.0
set clk_io_pct 0.2

create_clock -name clk0 -period $clk_period

set non_clock_inputs [all_inputs -no_clocks]
set_input_delay [expr $clk_period * $clk_io_pct] -clock clk0 $non_clock_inputs
set_output_delay [expr $clk_period * $clk_io_pct] -clock clk0 [all_outputs]
```
`./design.v`:
```
module gpr(Rx,Ry,Rz,DATA_IN,REG_WR,Rx_value,Ry_value,Rz_value);
  input [3:0] Rx,Ry,Rz;
  input REG_WR;
  input [15:0] DATA_IN;
  output [15:0] Rx_value,Ry_value,Rz_value;
  wire [15:0] wz;
  wire [15:0] reg_out0,reg_out1,reg_out2,reg_out3,reg_out4,reg_out5,reg_out6,reg_out7,reg_out8,reg_out9,reg_out10,reg_out11,reg_out12,reg_out13,reg_out14,reg_out15;
  reg_decoder DECODER_Rz(.IN(Rz),.OUT_D(wz));
  pipo R0(.CLK_REG(wz[0] & REG_WR ),.DATA_IN_REG(DATA_IN),.DATA_OUT_REG(reg_out0));
  pipo R1(.CLK_REG(wz[1] & REG_WR ),.DATA_IN_REG(DATA_IN),.DATA_OUT_REG(reg_out1));
  pipo R2(.CLK_REG(wz[2] & REG_WR ),.DATA_IN_REG(DATA_IN),.DATA_OUT_REG(reg_out2));
  pipo R3(.CLK_REG(wz[3] & REG_WR ),.DATA_IN_REG(DATA_IN),.DATA_OUT_REG(reg_out3));
  pipo R4(.CLK_REG(wz[4] & REG_WR ),.DATA_IN_REG(DATA_IN),.DATA_OUT_REG(reg_out4));
  pipo R5(.CLK_REG(wz[5] & REG_WR ),.DATA_IN_REG(DATA_IN),.DATA_OUT_REG(reg_out5));
  pipo R6(.CLK_REG(wz[6] & REG_WR ),.DATA_IN_REG(DATA_IN),.DATA_OUT_REG(reg_out6));
  pipo R7(.CLK_REG(wz[7] & REG_WR ),.DATA_IN_REG(DATA_IN),.DATA_OUT_REG(reg_out7));
  pipo R8(.CLK_REG(wz[8] & REG_WR ),.DATA_IN_REG(DATA_IN),.DATA_OUT_REG(reg_out8));
  pipo R9(.CLK_REG(wz[9] & REG_WR ),.DATA_IN_REG(DATA_IN),.DATA_OUT_REG(reg_out9));
  pipo R10(.CLK_REG(wz[10] & REG_WR ),.DATA_IN_REG(DATA_IN),.DATA_OUT_REG(reg_out10));
  pipo R11(.CLK_REG(wz[11] & REG_WR ),.DATA_IN_REG(DATA_IN),.DATA_OUT_REG(reg_out11));
  pipo R12(.CLK_REG(wz[12] & REG_WR ),.DATA_IN_REG(DATA_IN),.DATA_OUT_REG(reg_out12));
  pipo R13(.CLK_REG(wz[13] & REG_WR ),.DATA_IN_REG(DATA_IN),.DATA_OUT_REG(reg_out13));
  pipo R14(.CLK_REG(wz[14] & REG_WR ),.DATA_IN_REG(DATA_IN),.DATA_OUT_REG(reg_out14));
  pipo R15(.CLK_REG(wz[15] & REG_WR ),.DATA_IN_REG(DATA_IN),.DATA_OUT_REG(reg_out15));
  reg_mux mux_Rx(.IN0(reg_out0),.IN1(reg_out1),.IN2(reg_out2),.IN3(reg_out3),.IN4(reg_out4),.IN5(reg_out5),.IN6(reg_out6),.IN7(reg_out7),.IN8(reg_out8),.IN9(reg_out9),.IN10(reg_out10),.IN11(reg_out11),.IN12(reg_out12),.IN13(reg_out13),.IN14(reg_out14),.IN15(reg_out15),.SEL(Rx),.OUT_M(Rx_value));
  reg_mux mux_Ry(.IN0(reg_out0),.IN1(reg_out1),.IN2(reg_out2),.IN3(reg_out3),.IN4(reg_out4),.IN5(reg_out5),.IN6(reg_out6),.IN7(reg_out7),.IN8(reg_out8),.IN9(reg_out9),.IN10(reg_out10),.IN11(reg_out11),.IN12(reg_out12),.IN13(reg_out13),.IN14(reg_out14),.IN15(reg_out15),.SEL(Ry),.OUT_M(Ry_value));
  reg_mux mux_Rz(.IN0(reg_out0),.IN1(reg_out1),.IN2(reg_out2),.IN3(reg_out3),.IN4(reg_out4),.IN5(reg_out5),.IN6(reg_out6),.IN7(reg_out7),.IN8(reg_out8),.IN9(reg_out9),.IN10(reg_out10),.IN11(reg_out11),.IN12(reg_out12),.IN13(reg_out13),.IN14(reg_out14),.IN15(reg_out15),.SEL(Rz),.OUT_M(Rz_value));
endmodule  
module pipo(CLK_REG,DATA_IN_REG,DATA_OUT_REG);
  input CLK_REG;
  input [15:0] DATA_IN_REG;
  output reg [15:0] DATA_OUT_REG;
  always @ (posedge CLK_REG) begin
    DATA_OUT_REG <= DATA_IN_REG;
  end
endmodule  
module reg_decoder(IN,OUT_D);
  input [3:0] IN;
  output reg [15:0] OUT_D;
  always @ (IN) begin
    case (IN)
      4'h0: OUT_D = 16'h0001;
      4'h1: OUT_D = 16'h0002;
      4'h2: OUT_D = 16'h0004;
      4'h3: OUT_D = 16'h0008;
      4'h4: OUT_D = 16'h0010;
      4'h5: OUT_D = 16'h0020;
      4'h6: OUT_D = 16'h0040;
      4'h7: OUT_D = 16'h0080;
      4'h8: OUT_D = 16'h0100;
      4'h9: OUT_D = 16'h0200;
      4'hA: OUT_D = 16'h0400;
      4'hB: OUT_D = 16'h0800;
      4'hC: OUT_D = 16'h1000;
      4'hD: OUT_D = 16'h2000;
      4'hE: OUT_D = 16'h4000;
      4'hF: OUT_D = 16'h8000;
      default: OUT_D = 16'h0000;
    endcase
  end
endmodule  
module reg_mux(IN0,IN1,IN2,IN3,IN4,IN5,IN6,IN7,IN8,IN9,IN10,IN11,IN12,IN13,IN14,IN15,SEL,OUT_M);
  input [3:0] SEL;
  input [15:0] IN0,IN1,IN2,IN3,IN4,IN5,IN6,IN7,IN8,IN9,IN10,IN11,IN12,IN13,IN14,IN15;
  output reg [15:0] OUT_M;
  always @ ( * ) begin
    case (SEL)
      4'h0: OUT_M = IN0;
      4'h1: OUT_M = IN1;
      4'h2: OUT_M = IN2;
      4'h3: OUT_M = IN3;
      4'h4: OUT_M = IN4;
      4'h5: OUT_M = IN5;
      4'h6: OUT_M = IN6;
      4'h7: OUT_M = IN7;
      4'h8: OUT_M = IN8;
      4'h9: OUT_M = IN9;
      4'hA: OUT_M = IN10;
      4'hB: OUT_M = IN11;
      4'hC: OUT_M = IN12;
      4'hD: OUT_M = IN13;
      4'hE: OUT_M = IN14;
      4'hF: OUT_M = IN15;
      default: OUT_M = 16'hx;
    endcase
  end
endmodule  
```
==> Slide: Implementation Results <==
Implementation Results

Placement
  • Hpwl dp: 43.3 mm
  • Routability Congestion: 1.07
  • Area after DPL: 0.0139 mm^2
  • Port buffer count: 77

Logic synthesis
  • Post-synth cell types: 63
  • Registers, synthesis: 256
  • Chip Area, Yosys: 0.0118 mm^2
  • Sequential share of the synthesized area: 43.5%
  • EDFF count, synth: 0
  • Main synth FF type: dfxtp_1
  • Mapped Area: 0.0118 mm^2
  • Synth Warn #: 3
  • Fraction of registers with async set/reset: 0%
  • Mapped Cells: 1238
  • Yosys cell count: 1238
  • Mean Syn Cell Area: 9.52 um^2

Detailed routing
  • TritonRoute pass-1 iters: 6
  • Routed wire length: 59.0 mm
  • Vias: 11836
  • Vias per cell: 6.31
  • Post-route ant nets: 0
  • Residual DRC: 0
  • Routed len/inst: 31.4 um
  • Initial DRC Count: 1349

Global route
  • Largest net degree at the start of global routing: 50
  • Antenna violations before repair: 1
  • First-pass GRT wire length: 84.2 mm
  • Total Routing Usage GR: 29.8%
  • Vias in the first global route: 11795
  • Congestion Overflow GR: 0

Timing
  • Final Hold Fails: 0
  • Fin crit share: 98.7%
  • Worst-Margin Slew: 1230 ps
  • Count of unclocked register or latch pins: 256
  • Endpoints left unconstrained: 256
  • Post-layout min period: 3950 ps
  • Worst slew margin: 17.5%
  • Endpoints failing setup: 0
  • Max-slew violation count: 0
  • Max Clk Rate: 0.253 GHz
  • RSZ-0062 raised after global routing: yes

Job
  • Max cap viols: 0
  • Tool Warnings: 33

Floorplan
  • Die area: 0.0401 mm^2
  • I/O pins: 77
  • Chip height: 200 um
  • Init Core Util: 30.5%
  • Core Area: 0.0386 mm^2
  • Chip Width: 200 um
  • Site Rows: 72

Min path
  • Hold Crit Class: input pin to output pin
  • Hold Path Origin: Rz[2]
  • Hold depth: 6
  • Worst hold endpoint: Rz_value[15]

Pwr
  • Worst VDD drop: 0.0000384 V
  • Switching part of the total: 53.8%
  • Pwr dens: 80.5 mW/mm^2
  • Internal: 0.000523 W
  • Tot Pwr: 0.00113 W
  • Static Leak: 5.22 nW
  • Net switching power figure: 0.000608 W

Layout
  • Design area: 0.0140 mm^2
  • Area delta synth->final: 19.3%
  • Share of layout cells above drive strength 1: 17.1%
  • Final core utilization: 36.4%

Setup path
  • Worst path cell trace: clkdlybuf4s50_1 -> buf_12 -> or2_2 -> buf_4 -> o22ai_1 -> nor2_1 -> a31oi_2 -> clkdlybuf4s50_1
  • Maximum fanout along the worst path: 11
  • CP delay by family, top: buffers and inverters
  • Kind of critical path: input pin to output pin
  • CP max stage cell: clkdlybuf4s50_1
  • Arr. time, crit path: 3150 ps
  • Worst Setup Start Kind: input pin
  • Slowest stage delay, CP: 530 ps
  • Req. time, crit path: 3200 ps
  • Buf/Inv on CP: 4
  • Setup crit end kind: output pin
  • CP dominant cell by count: clkdlybuf4s50_1

CTS
  • Hold buffers post-CTS: 0

Run status
  • Outcome: finished, final reports clean
[Yosys cell counts (3+ instances only)]
library cell / n / area, um^2
a211oi_1: 12 / 90.1
a21oi_1: 71 / 355
a221o_1: 13 / 130
a221oi_1: 35 / 307
a222oi_1: 13 / 130
a22o_1: 40 / 350
a22oi_1: 115 / 863
a31oi_1: 35 / 219
a32o_1: 14 / 140
a32oi_1: 9 / 78.8
and2_1: 13 / 81.3
and3_1: 7 / 43.8
buf_1: 4 / 15.0
buf_2: 58 / 290
buf_4: 24 / 180
buf_6: 9 / 101
clkbuf_1: 23 / 86.3
dfxtp_1: 256 / 5120
inv_1: 4 / 15.0
mux2_2: 10 / 113
mux2i_1: 33 / 330
mux4_2: 17 / 383
nand2_1: 69 / 259
nand2b_1: 18 / 113
nand3_1: 12 / 60.1
nor2_1: 91 / 342
nor2b_1: 31 / 194
nor2b_2: 4 / 35.0
nor3_1: 4 / 20.0
nor3_2: 3 / 30.0
o211ai_1: 5 / 37.5
o21ai_0: 55 / 275
o21ai_1: 10 / 50.1
o22ai_1: 43 / 269
o2bb2ai_1: 18 / 158
o31ai_1: 12 / 90.1
o32a_1: 6 / 60.1
o32ai_1: 3 / 26.3
or2_2: 3 / 18.8
[how the worst max path moves through the flow]
stage / start / to / slack [ps] / cells after the start
4_1_cts: Rz[3] / Rz_value[10] / 20 / 10
6_report: Rx[1] / Rx_value[6] / 50 / 8
5_1_grt: Rz[3] / Rz_value[11] / -2 / 9
[logic make-up after synthesis]
group / Yosys count / synth area share, %
AOI/OAI and AO/OA: 520 / 31.7
and+or+nand+nor: 277 / 11.8
DFF: 256 / 43.5
buffers and inverters: 124 / 5.92
muxes: 61 / 7.11
[layout by cell type, fill, tap and decap left out, types with 26 or more instances in the layout]
master,count
a31oi_1,33
a21oi_1,71
dfxtp_1,256
a22oi_1,114
o21ai_0,53
clkdlybuf4s50_1,68
a221oi_1,35
buf_4,136
o22ai_1,43
mux2i_1,33
nor2_1,88
a22o_1,40
nor2b_1,26
nand2_1,69
[metal layers]
metal	global-route usage (%)	up-vias	routed length [um]	part of all wire, %
met3	8.80	225	6980	12
met4	11.8	2	3270	5.5
met5	0.952	-	48	0.081
li1	-	5028	-	-
met1	40.5	5629	22900	39
met2	45.1	952	25900	44
[cell type report]
type                       count  area (um^2)
timing repair buffer         239         2240
sequential                   256         5120
inverter                       5         18.8
tap                          518          648
antenna                        1         2.50
fill                        3874        24600
multi-input combinational    858         6020
[stage by stage]
step           instances  setup TNS, ps  hold WS, ps  setup slack [ps]
6_report            1877              0         2590              53.9
5_1_grt             1876          -2.57         2610             -1.99
4_1_cts             1873              0         2570              22.7
3_5_place_dp        1873           -135         2570             -48.5
3_3_place_gp        1873           -101         2580             -46.2
2_1_floorplan       1238              0         1900              1300
[timing repair]
action                                  CTS  global route
pin swaps                                 1             5
cloned                                    0             1
resized                                   2            18
endpoints found under the setup margin    4            22
setup buffers                             0             2
hold endpoints to repair                  0             0
[power by group through the flow]
stage	clock [W]	combinational, W	sequential, W
4_1_cts	0	0.000998	0.0000957
5_1_grt	0	0.00108	0.0000993
Power figures rest on the tool's default switching activity, not on a simulated workload.
