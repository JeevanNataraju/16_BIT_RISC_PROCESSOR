==> flow/design.v <==
module instruction_memory(INSTR_ADDR,INSTR_WORD);
  input [5:0] INSTR_ADDR;
  output reg [23:0] INSTR_WORD;
  always @ (INSTR_ADDR) begin
    case (INSTR_ADDR)
      6'h0: INSTR_WORD = 24'hC0003A;
      6'h1: INSTR_WORD = 24'hC10059;
      6'h2: INSTR_WORD = 24'h120100;
      6'h3: INSTR_WORD = 24'hE20001;
      6'h4: INSTR_WORD = 24'hC30014;
      6'h5: INSTR_WORD = 24'h242300;
      6'h6: INSTR_WORD = 24'hE40002;
      6'h7: INSTR_WORD = 24'hF1C000;
      default: INSTR_WORD = 24'hx;
    endcase
  end
endmodule  
==> flow/run.sh <==
#!/bin/bash
# OpenROAD 26Q1-2900-gdf79404cd8, Yosys 0.63+post, stock flow scripts
make -C /OpenROAD-flow-scripts/flow DESIGN_CONFIG=/design/flow/config.mk WORK_HOME=/design/flow/orfs finish
==> flow/config.mk <==
export PLATFORM = sky130hd
export DESIGN_NAME = instruction_memory
export DESIGN_NICKNAME = instruction_memory
export VERILOG_FILES = /design/flow/design.v
export SDC_FILE = /design/flow/constraint.sdc
export NUM_CORES = 4
export LEC_CHECK = 1
export CORE_AREA = 10 10 70 70
export DIE_AREA = 0 0 80 80
==> flow/constraint.sdc <==
current_design instruction_memory

set clk_period 1.0
set clk_io_pct 0.2

create_clock -name clk0 -period $clk_period

set non_clock_inputs [all_inputs -no_clocks]
set_input_delay [expr $clk_period * $clk_io_pct] -clock clk0 $non_clock_inputs
set_output_delay [expr $clk_period * $clk_io_pct] -clock clk0 [all_outputs]
==> impl_metrics.tcl <==
# flow metrics
set metrics [dict create \
    sw_frac_of_total_pct 39.0 \
    port_buffers 22 \
    area.sequential_um2 0 \
    startpoint "INSTR_ADDR[1]" \
    grt_first_pass_wirelength_mm 2.07 \
    pre_cts_ws_ps -992 \
    clkbuf_count 0 \
    violations "setup timing" \
    use_met1_pct 4.75 \
    crit_path_start_kind "input pin" \
    cp-end-kind "output pin" \
    p_switching_uw 111 \
    power.internal_uw 173 \
    first_pass_iters 2 \
    grt_max_degree 9 \
    dp_hpwl_um 845 \
    drv_cap 0 \
    yosysWarnings 1 \
    hp-start "INSTR_ADDR[2]" \
    antenna_found_initial 0 \
    rsz0062_at_grt "yes" \
    clkPwrFrac_pct 0 \
    first_iter_violations 6 \
    wl_per_cell_um 11.3 \
    hold_viol_final 0 \
    final_cell_mix "buf_6, buf_2, ha_4" \
    ios 30 \
    critPathKind "input pin to output pin" \
    syn2layout_area_growth_pct 169 \
    ir_drop_uv 59.5 \
    grt_pass1_vias 400 \
    crit_path_top_delay_cell "ha_4" \
    netlist_area_um2 297 \
    synth_cell_types 16 \
    initCoreUtil_pct 8.68 \
    dieArea_um2 6400 \
    grt_overflow 0 \
    path_cells "buf_8, buf_6, ha_4, and2_4, nand2b_4, buf_6" \
    avgSynthCellArea_um2 7.23 \
    openroad.warnings 43 \
    slew_viol_final 0 \
    routabilityCongestion 0.725 \
    wl_mm 1.34 \
    max_stage_delay_ps 160 \
    drc_errors 0 \
    vias 357 \
    rows 21 \
    p_leak_nw 0.378 \
    crit_required_ps 800 \
    yosys_area_um2 297 \
    place_area_um2 563 \
    grtUsageMet2_pct 6.98 \
    setup_slack_ps -174 \
    seq_area_frac_synth_pct 0 \
    period_minus_slack_ps 1170 \
    finalCritPeriodShare_pct 117 \
    hold_path_class "input pin to output pin" \
    fp.coreArea_um2 3420 \
    lay_top_count "buf_6" \
    setup_violations 14 \
    final_core_util_pct 23.4 \
    combinationalPowerShare_pct 100.0 \
    cp_max_fo 4 \
    arrival_ps 970 \
    drive_gt1_share_pct 84.9 \
    n_sequential_cell 0 \
    outcome "finished with violations" \
    synthCells 41 \
    pwr_density_cell_nw_per_um2 356 \
    path_common_cell "buf_6" \
    use_met3_pct 1.14 \
    p_seq_share_pct 0 \
    ys_cells 41 \
    max_freq_mhz 852 \
    final_area_um2 798 \
    avgViaCountPerCell 3.00 \
    busiest_layer "met2" \
    die_w_um 80 \
    cp-endpoint "INSTR_WORD[20]" \
    dieHeight_um 80 \
    drt.antenna.violating_nets 0 \
    n_antenna_cell 0 \
    whs_ps 755 \
    grt_usage_pct 3.90 \
]
[synthesized netlist by cell type]
cell type / count / area (µm²)
nor2_1: 4 / 15.0
ha_1: 7 / 87.6
o21ai_0: 2 / 10.0
inv_2: 1 / 3.75
and2b_1: 1 / 7.51
nand2b_1: 3 / 18.8
o21ai_2: 1 / 8.76
conb_1: 1 / 3.75
buf_6: 1 / 11.3
nor2b_1: 1 / 6.26
a21oi_2: 1 / 8.76
nand2_1: 3 / 11.3
buf_4: 8 / 60.1
inv_1: 2 / 7.51
mux2_2: 1 / 11.3
and2_1: 4 / 25.0
[through the flow]
step           std cells  TNS [ps]  power [mW]
6_report             119     -1340       0.284
3_3_place_gp         110    -16050       0.186
5_1_grt              119     -1800       0.312
2_1_floorplan         45         0      0.0725
4_1_cts              119     -1050       0.256
3_5_place_dp         110    -16530       0.186
[critical path, delay by kind of cell]
kind	cells	cell delay [ps]
adder cells (fa/ha/maj)	1	160
buffers and inverters	3	340
AND/OR/NAND/NOR	2	280
[logic make-up (layout without fill, tap and decap cells)]
kind of cell               Yosys count  after routing  synth area share (%)
and+or+nand+nor                     16             16                  28.3
muxes                                1              1                  3.80
AOI/OAI and AO/OA                    4              4                  9.28
buffers and inverters               12             40                  27.8
other                                1              5                  1.26
adders and majority gates            7              7                  29.5
[worst min path at each step]
stage,end,depth (start not counted)
after CTS,INSTR_WORD[18],4
after global routing,INSTR_WORD[3],4
final,INSTR_WORD[3],4
[power by group through the flow]
stage / logic (mW) / registers, mW / clock network [mW]
after CTS: 0.256 / 0 / 0
after global routing: 0.312 / 0 / 0
final: 0.284 / 0 / 0
[layout make-up]
class	count	area, µm²
fillers	351	2620
multi-input cells	33	378
inverters	3	26.3
well taps	46	57.6
repair buffers	37	337
[layer usage]
layer / vias up / routed length, µm
li1: 180 / -
met1: 159 / 598
met2: 18 / 630
met3: 0 / 114
met4: 0 / 0
met5: - / 0
[repair_timing]
item / in CTS / in global routing
setup endpoints to repair: 19 / 16
pin swaps: 9 / 1
setup buffers: 8 / 1
gates cloned: 1 / 0
hold buffers: 0 / 0
resized: 121 / 13
No activity file was given, so power comes from the tool's default toggle rates.
